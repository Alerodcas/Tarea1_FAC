==> design/flow/design.v <==
module Tarea1(
    input logic [2:0] gray,  
	 output logic motorSig,		 
	 output logic [2:0] excess,  
	 output logic [6:0] seg		 
);
	motorSignal motor (
			  .gray(gray), 
			  .signal(motorSig)
		 );
    binaryToExcess3 binaryExcess (
        .gray(gray),
        .excess(excess)
    );
	 segmentOutput segment (
        .num(excess),
        .seg(seg)
    );
endmodule
module binaryToExcess3(    
    input logic [2:0] gray,      
	 output logic [2:0] excess
);
	always_comb begin
		excess[2] = ((gray[1] && (~gray[2])) || ((~gray[0]) && gray[1]) || ((~gray[0]) && gray[2]));
		excess[1] = (~gray[2]);
		excess[0] = (((~gray[0])&&(~gray[1])&&(~gray[2]))||((~gray[0]) && gray[1] && gray[2])||(gray[0] && (~gray[1]) && gray[2])||(gray[0] && gray[1] && (~gray[2])));
	end
endmodule
module motorSignal(    
    input logic [2:0] gray,      
	 output logic signal
);
assign signal = gray[0] ^ gray[1];
endmodule
module segmentOutput(input [2:0] num,  
    output logic [6:0] seg);
	wire[6:0] segments1;
	assign seg = segments1;
	always @(num)
	begin
		case(num)
		3'b011:segments1 = 7'b1000000;
		3'b100: segments1 = 7'b1111001;
		3'b101: segments1 = 7'b0100100;
		3'b110: segments1 = 7'b0110000;
		3'b111: segments1 = 7'b0011001;
		3'b000: segments1 = 7'b0010010;
		3'b001: segments1 = 7'b0000010;
		3'b010: segments1 = 7'b1111000;
		endcase
	end
endmodule
==> design/flow/run.sh <==
#!/bin/bash
# OpenROAD 26Q1-2900-gdf79404cd8, Yosys 0.63+post, stock flow scripts
make -C /OpenROAD-flow-scripts/flow DESIGN_CONFIG=/design/flow/config.mk WORK_HOME=/design/flow/orfs finish
==> design/flow/config.mk <==
export PLATFORM = sky130hd
export DESIGN_NAME = Tarea1
export DESIGN_NICKNAME = Tarea1
export VERILOG_FILES = /design/flow/design.v
export SDC_FILE = /design/flow/constraint.sdc
export NUM_CORES = 4
export LEC_CHECK = 1
export CORE_AREA = 10 10 70 70
export DIE_AREA = 0 0 80 80
==> design/flow/constraint.sdc <==
current_design Tarea1

set clk_period 1.1
set clk_io_pct 0.2

create_clock -name clk0 -period $clk_period

set non_clock_inputs [all_inputs -no_clocks]
set_input_delay [expr $clk_period * $clk_io_pct] -clock clk0 $non_clock_inputs
set_output_delay [expr $clk_period * $clk_io_pct] -clock clk0 [all_outputs]
==> run_summary.xml <==
<?xml version="1.0" encoding="UTF-8"?>
<metrics>
  <group name="finish">
    <metric name="postLayoutCoreUtil" unit="">0.176</metric>
    <metric name="clock_buf_count" unit="">0</metric>
    <metric name="lay_top_count" unit="">sky130_fd_sc_hd__buf_4</metric>
    <metric name="seq_cells" unit="">0</metric>
    <metric name="seq_area" unit="µm²">0</metric>
    <metric name="final_cell_area" unit="µm²">601</metric>
    <metric name="most-common-layout-cells" unit="">sky130_fd_sc_hd__buf_4, sky130_fd_sc_hd__buf_6, sky130_fd_sc_hd__ha_4, sky130_fd_sc_hd__buf_2, sky130_fd_sc_hd__nor2_4</metric>
    <metric name="post_route_cells_drive_above_1_share" unit="">0.804</metric>
    <metric name="fill_cells" unit="">375</metric>
    <metric name="flow.area_growth_from_synthesis" unit="%">218</metric>
  </group>
  <group name="placement">
    <metric name="placement.io_buffers" unit="">14</metric>
    <metric name="gp_routability_congestion" unit="">0.706</metric>
    <metric name="hpwl_dp" unit="µm">572</metric>
    <metric name="placed_cell_area" unit="µm²">552</metric>
  </group>
  <group name="route">
    <metric name="insertedDiodeCount" unit="">0</metric>
    <metric name="drt.antenna.violating_nets" unit="">0</metric>
    <metric name="routed_via_density" unit="">2.63</metric>
    <metric name="drt_iter0_markers" unit="">10</metric>
    <metric name="post_dr_wirelength_cell" unit="µm">7.20</metric>
    <metric name="detailedRoute.firstPassIterationCount" unit="">2</metric>
    <metric name="post-route-drc-count" unit="">0</metric>
    <metric name="post_route_wl" unit="µm">698</metric>
    <metric name="vias" unit="">255</metric>
  </group>
  <group name="global_route">
    <metric name="track_usage" unit="">0.0215</metric>
    <metric name="grt_pass1_wl" unit="µm">1210</metric>
    <metric name="number_of_global_route_vias_before_repair" unit="">261</metric>
    <metric name="initial_antenna_violation_count" unit="">0</metric>
    <metric name="largest_net_degree_at_the_start_of_global_routing" unit="">6</metric>
    <metric name="global_route_overflow" unit="">0</metric>
  </group>
  <group name="floorplan">
    <metric name="fp_util" unit="">0.0553</metric>
    <metric name="chipWidth" unit="µm">80</metric>
    <metric name="design.die.area" unit="µm²">6400</metric>
    <metric name="floorplan.die.height" unit="µm">80</metric>
    <metric name="io-pin-count" unit="">14</metric>
    <metric name="core_area" unit="µm²">3420</metric>
    <metric name="std_cell_rows" unit="">21</metric>
  </group>
  <group name="synth">
    <metric name="post_synth_instance_area" unit="µm²">189</metric>
    <metric name="top_cells_by_area" unit="">sky130_fd_sc_hd__ha_1, sky130_fd_sc_hd__inv_1, sky130_fd_sc_hd__mux2_4</metric>
    <metric name="synth_cell_types" unit="">15</metric>
    <metric name="number_of_cells_in_yosys_stat" unit="">26</metric>
    <metric name="synth_instances" unit="">26</metric>
    <metric name="postSynthSeqShare" unit="">0</metric>
    <metric name="synth.avg_cell_area" unit="µm²">7.27</metric>
    <metric name="yosysWarningCount" unit="">10</metric>
    <metric name="synthDominantAreaCellType" unit="">sky130_fd_sc_hd__ha_1</metric>
    <metric name="yosys.stat.chipArea" unit="µm²">189</metric>
    <metric name="top_cell_area_share" unit="">0.331</metric>
  </group>
  <group name="final_timing">
    <metric name="tightest_slew" unit="ns">0.155</metric>
    <metric name="final.period_utilization" unit="">1.46</metric>
    <metric name="grt_setup_unrepaired" unit="">yes</metric>
    <metric name="fin_hold_ws" unit="ns">0.743</metric>
    <metric name="final_max_slew_viols" unit="">0</metric>
    <metric name="setup_ws" unit="ns">-0.502</metric>
    <metric name="total_negative_slack_for_setup_checks" unit="ns">-1.57</metric>
    <metric name="timing.slew.headroom" unit="">0.896</metric>
    <metric name="finalWorstPathRequiredPeriod" unit="ns">1.60</metric>
    <metric name="setup-violations-final" unit="">9</metric>
    <metric name="hold_viol" unit="">0</metric>
    <metric name="max_freq" unit="MHz">624</metric>
  </group>
  <group name="job">
    <metric name="maxCapViolCount" unit="">0</metric>
    <metric name="tool_warnings" unit="">38</metric>
  </group>
  <group name="power_and_ir_drop">
    <metric name="seq_power_share" unit="">0</metric>
    <metric name="finalPower" unit="mW">0.238</metric>
    <metric name="vdd.ir_drop.worst" unit="µV">62.8</metric>
    <metric name="p_clk_frac" unit="">0</metric>
    <metric name="cellInternalPower" unit="mW">0.151</metric>
    <metric name="power_switching_share" unit="">0.366</metric>
    <metric name="share_comb_of_total_power" unit="">1.000</metric>
    <metric name="power.switching" unit="mW">0.0869</metric>
    <metric name="p_per_area" unit="nW/µm²">396</metric>
    <metric name="power.static_leakage" unit="nW">0.256</metric>
  </group>
  <group name="worst_setup_path">
    <metric name="cp-end-kind" unit="">primary output</metric>
    <metric name="crit_arrival" unit="ns">1.38</metric>
    <metric name="worst_ep_required_time" unit="ns">0.88</metric>
    <metric name="start_kind" unit="">input port</metric>
    <metric name="timing.critical_path.fanout_max" unit="">4</metric>
    <metric name="crit_type" unit="">input port to primary output</metric>
  </group>
  <group name="clocking">
    <metric name="postCtsHoldBufs" unit="">0</metric>
  </group>
  <group name="run_status">
    <metric name="status" unit="">complete, but fails checks</metric>
    <metric name="failed_checks" unit="">negative setup slack</metric>
  </group>
  <group name="worst_hold_path">
    <metric name="timing.hold.worst.class" unit="">input port to primary output</metric>
  </group>
</metrics>
cell usage after synthesis (all sizes together):
| library cell | number |
|---|---|
| nand2b | 1 |
| ha | 5 |
| nand2 | 2 |
| and2 | 2 |
| o21ai | 1 |
| nor3 | 1 |
| a31o | 1 |
| buf | 1 |
| nor2 | 6 |
| a21oi | 1 |
| mux2 | 1 |
| inv | 4 |
routing by layer:
metal | track usage | wire length [µm] | up-vias
met3 | 0.0114 | 130 | 0
met5 | 0 | 0 | -
met4 | 0 | 0 | 0
met2 | 0.0345 | 270 | 12
li1 | - | - | 133
met1 | 0.0264 | 297 | 110
per-stage QoR:
step           cells  setup WS (ns)
6_report          97         -0.502
3_3_place_gp      93          -1.37
5_1_grt           97         -0.560
3_5_place_dp      93          -1.37
2_1_floorplan     26         -0.192
4_1_cts           96         -0.641
kinds of logic after synthesis:
| family | share of synthesized area |
|---|---|
| adders and majority gates | 0.331 |
| AOI/OAI and AO/OA | 0.0993 |
| and+or+nand+nor | 0.351 |
| buffers and inverters | 0.139 |
| muxes | 0.0794 |
critical path: stages:
cell	delay, ns
sky130_fd_sc_hd__buf_12	0.11
sky130_fd_sc_hd__inv_16	0.04
sky130_fd_sc_hd__ha_4	0.16
sky130_fd_sc_hd__nor3_4	0.17
sky130_fd_sc_hd__a21oi_2	0.07
sky130_fd_sc_hd__inv_2	0.07
sky130_fd_sc_hd__ha_4	0.19
sky130_fd_sc_hd__mux2_4	0.25
sky130_fd_sc_hd__buf_6	0.11
power groups by stage:
stage     registers (mW)  clock network (mW)  logic [mW]
5_1_grt                0                   0       0.261
6_report               0                   0       0.238
4_1_cts                0                   0       0.225
area by class of cell:
| type | instances | area (µm²) | share of cell area |
|---|---|---|---|
| timing repair buffer | 26 | 241 | 0.402 |
| multi-input combinational | 21 | 255 | 0.425 |
| inverter | 4 | 46.3 | 0.0771 |
| tap | 46 | 57.6 | 0.0958 |
path summary, 6_finish.rpt:
kind              endpoint  cells past startpoint     from  slack, ns
setup / recovery    seg[3]                      9  gray[0]      -0.50
hold / removal      seg[4]                      4  gray[2]       0.74
repair_timing:
action / in CTS / in global routing
pin swaps: 7 / 7
buffers inserted: 4 / 2
gates resized: 53 / 10
endpoints found under the setup margin: 11 / 10
Power and IR drop assume default switching activity.
